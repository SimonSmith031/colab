## config.mk

```make
export PLATFORM = sky130hd
export DESIGN_NAME = multicycle_delay_reg
export DESIGN_NICKNAME = multicycle_delay_reg
export VERILOG_FILES = /design/flow/design.v
export SDC_FILE = /design/flow/constraint.sdc
export NUM_CORES = 4
export LEC_CHECK = 1
export CORE_AREA = 10 10 91 91
export DIE_AREA = 0 0 101 101
```

## constraint.sdc

```tcl
current_design multicycle_delay_reg

set clk_period 1.0
set clk_io_pct 0.2

create_clock -name clk0 -period $clk_period [get_ports {clk}]

set non_clock_inputs [all_inputs -no_clocks]
set_input_delay [expr $clk_period * $clk_io_pct] -clock clk0 $non_clock_inputs
set_output_delay [expr $clk_period * $clk_io_pct] -clock clk0 [all_outputs]
```

## design.v

```verilog
module delay_reg #(parameter SIZE = 32)
                  (clk, stall, in, out);
    input  clk, stall;      
    input  [SIZE-1:0] in;
    output [SIZE-1:0] out;
    reg [SIZE-1:0] saved;
    assign out = saved;
    integer i;
    initial begin
        saved <= 'bx;
    end
    always @(posedge clk) begin
        if (stall) saved <= 'bx;
        else       saved <= in;
    end
endmodule
module multicycle_delay_reg #(parameter SIZE = 32, parameter DELAY = 1)
                             (clk, in, out);
    input  clk;
    input  [SIZE-1:0] in;
    output [SIZE-1:0] out;
    parameter NUM = DELAY + 1;
    reg [SIZE-1:0] queue[NUM-1:0];
    assign out = queue[NUM-1];        
    integer i;
    initial begin
        for (i = 0; i < NUM; i = i + 1) begin
            queue[i] <= 'b0;
        end
    end
    always @(posedge clk) begin
        queue[1] <= in;               
        for (i = 2; i < NUM; i = i + 1) begin
            queue[i] <= queue[i-1];
        end
    end
endmodule
```

## run.sh

```bash
#!/bin/bash
# OpenROAD 26Q1-2900-gdf79404cd8, Yosys 0.63+post, stock flow scripts
make -C /OpenROAD-flow-scripts/flow DESIGN_CONFIG=/design/flow/config.mk WORK_HOME=/design/flow/orfs finish
```

==> run summary <==
flow finished, numbers: part of the power in the clock network 0.465, RSZ-0062 raised after global routing no, Setup violations, final 0, GR Util All Layers 0.0432, Vias 483, sequential fraction of the synthesis area 1.00, worst slew pin tran 69.7 ps, CTS tree yes, top cells by count, synth dfxtp_1 (32), buffers plus inverters on the worst setup path 1, Die H 101 um, Fill cells 678, GRT overflow 0, ys cells 32, initial antenna violation count 0, biggest regs queue: 32 flops, Top cells by area dfxtp_1 (100%), Worst path top cell family by delay flip-flops, fp_density 0.101, P&R area growth vs syn 119%, largest net degree at the start of global routing 11, maxcap violations 0, fin. max-slew vios 0, CTS max path bufs 2, clock transition at the registers of the reported paths 70 ps, Final WS setup 49.0 ps, critical-path cell list clkdlybuf4s15_1, logic area 0 um2, Clock Sinks 32, leakage power 0.595 nW, Gate Count Post-Synth 32, Largest Register queue, Routed WL 2260 um, CTS buffer count 5, Yosys Chip Area 641 um2, Critical Path End Type output pin, largest vdd supply drop 0.515 mV, DP Cell Count 173, Critical Path AT 750 ps, DP Worst Slack 4.94 ps, Hold Fails Final Rpt 0, Root Buffer clkbuf_8, CP Depth 1, post-layout min period 951 ps, synthesized cell area 641 um2, Cells on Worst Hold Path 1, final non-filler cell total 181, 1st-pass router iterations 3, most frequent cell after synthesis dfxtp_1, main flop type dfxtp_1, slowest stage delay, CP 310 ps, first-pass GRT wire length 3320 um, top cell type's share of synthesized area 1.00, Post-synth ARST share 0, switch share 0.176, Worst Setup Path Type register to output pin, crit path max fanout 1, Die Wd 101 um, WL per Instance 12.5 um, internal power 2.38 mW, Comb pwr share 0.064, cell taking the most area after synthesis dfxtp_1, GP Congestion 0.704, critical path's slowest cell dfxtp_1, layout cells sized above 1 0.413, post-CTS setup buffers 0, Diodes inserted 0, Final Util 0.221, antenna viol nets, final 0, Synth cell types 1, number of port buffers 64, chip area 0.0102 mm2, number of enable flip-flop cells 0, Log Warnings 25, post-route setup TNS 0 ps, P_sw 510 uW, hold_sp in[24], vias in the first global route 532, hold crit path type primary input to register, Comb gates 0, IO Pins 65, ys flops 32, Seq pwr share 0.471, H-tree levels 2, power per cell area 2060 mW/mm2, Tcrit/Tclk final 0.951, Rel. slew slack 0.953, Largest register FFs 32, DR DRC count 0, vias per cell 2.67, synth warn 2, WHS Endpoint queue[1][24], status finished, final reports clean, row cnt 29, Mapped Avg Cell Area 20.0 um2, CP required 800 ps, startpoint types register, Core Region 0.00635 mm2, Max Fclk 1050 MHz, Total Power 2.89 mW, 1st-iter DRT viols 3
[routing by layer]
metal / part of all wire / routed length, um / GRT usage
met3: 0.16 / 352 / 0.0340
met4: 0.021 / 47 / 0.00857
met1: 0.35 / 799 / 0.0449
met5: 0 / 0 / 0
met2: 0.47 / 1060 / 0.0678
[power groups by stage]
| stage | clock (mW) | sequential, mW | combinational, mW |
|---|---|---|---|
| after global routing | 1.49 | 1.37 | 0.204 |
| final | 1.35 | 1.36 | 0.185 |
| after CTS | 1.42 | 1.36 | 0.213 |
[cell usage in the layout (no fill, tap or decap), drive strengths merged]
cell / netlist / final
bufinv: 0 / 1
clkdlybuf4s50: 0 / 32
clkdlybuf4s15: 0 / 9
clkbuf: 0 / 25
buf: 0 / 5
dfxtp: 32 / 32
[how the worst max path moves through the flow]
| stage | start | endpoint |
|---|---|---|
| final | queue[1][0] | out[0] |
| after global routing | queue[1][13] | out[13] |
| after CTS | queue[1][31] | out[31] |
[cell type report]
type / instances / area (um2) / area share
sequential: 32 / 656 / 0.467
timing repair buffer: 64 / 526 / 0.374
clock inverter: 1 / 30.0 / 0.0214
clock buffer: 7 / 96.3 / 0.0686
tap: 77 / 96.3 / 0.0686
[through the flow]
stage	hold slack [ps]	instance area [um2]
final	351	1400
after global routing	328	1400
after CTS	340	1480
after detailed placement	652	1380
after global placement	650	1380
after floorplan	228	641
[kinds of logic after synthesis]
| family | count (synthesis) | share of synthesized area |
|---|---|---|
| flip-flops | 32 | 1.00 |
[timing repair]
action,in CTS,in global routing
hold buffers,0,0
endpoints found under the setup margin,32,18
resized,73,30
No activity file was given, so power comes from the tool's default toggle rates.
