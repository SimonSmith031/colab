`run.sh`:
```
#!/bin/bash
# OpenROAD 26Q1-2900-gdf79404cd8, Yosys 0.63+post, stock flow scripts
make -C /OpenROAD-flow-scripts/flow DESIGN_CONFIG=/design/flow/config.mk WORK_HOME=/design/flow/orfs finish
```
`config.mk`:
```
export PLATFORM = sky130hd
export DESIGN_NAME = Counter_x
export DESIGN_NICKNAME = Counter_x
export VERILOG_FILES = /design/flow/design.v
export SDC_FILE = /design/flow/constraint.sdc
export NUM_CORES = 4
export LEC_CHECK = 1
export CORE_UTILIZATION = 40
```
`constraint.sdc`:
```
current_design Counter_x

set clk_period 1.9
set clk_io_pct 0.2

create_clock -name clk0 -period $clk_period [get_ports {clk}]
create_clock -name clk1 -period $clk_period [get_ports {clk0}]

set non_clock_inputs [all_inputs -no_clocks]
set_input_delay [expr $clk_period * $clk_io_pct] -clock clk0 $non_clock_inputs
set_output_delay [expr $clk_period * $clk_io_pct] -clock clk0 [all_outputs]
```
`design.v`:
```
`timescale 1ns / 1ps
module Counter_x(input clk,
					input rst,
					input clk0,
					input clk1,
					input clk2,
					input counter_we,
					input [31:0] counter_val,
					input [1:0] counter_ch,				 
					output counter0_OUT,
					output counter1_OUT,
					output counter2_OUT,
					output [31:0] counter_out
					);
reg [32:0] counter0,counter1,counter2;
reg [31:0] counter0_Lock,counter1_Lock,counter2_Lock;
reg [23:0] counter_Ctrl;
reg sq0,sq1,sq2,M0,M1,M2,clr0,clr1,clr2;
	always @ (posedge clk or posedge rst) begin 
		if (rst )
			begin counter0_Lock <=0;counter1_Lock <=0;counter2_Lock <=0;counter_Ctrl<=0; end
		else	 	
			if (counter_we) begin
				case(counter_ch)
					2'h0: begin counter0_Lock <= counter_val;  M0<=1; end	 
					2'h1: begin counter1_Lock <= counter_val;  M1<=1; end  
					2'h2: begin counter2_Lock <= counter_val;  M2<=1; end  
					2'h3: begin counter_Ctrl <= counter_val[23:0];    end  
				endcase
				end
			else begin counter0_Lock <=counter0_Lock;
						  counter1_Lock <=counter1_Lock;
						  counter2_Lock <=counter2_Lock;
						  counter_Ctrl<=counter_Ctrl;
						  if(clr0) M0<=0;
						  if(clr1) M1<=0;
						  if(clr2) M2<=0;						  
					end
	end
	always @ (posedge clk0 or posedge rst) begin 
		if (rst )
			begin counter0<=0; sq0<=0; end
		else
			case(counter_Ctrl[2:1])
				2'b00: begin if (M0) begin counter0 <= {1'b0,counter0_Lock}; clr0<=1; end 
								 else if  (counter0[32]==0)begin counter0 <= counter0 - 1'b1; clr0<=0; end
						 end  
				2'b01: begin if (counter0[32]==0) counter0 <= counter0 - 1'b1; else counter0 <={1'b0,counter0_Lock}; end
				2'b10: begin sq0<=counter0[32];
						 if (sq0!=counter0[32]) counter0[31:0] <= {1'b0,counter0_Lock[31:1]}; else counter0 <= counter0 - 1'b1;end  
				2'b11: counter0 <= counter0 - 1'b1; 
			endcase
	end
	assign counter0_OUT=counter0[32];
	assign counter1_OUT=counter1[32];
	assign counter2_OUT=counter2[32];
	assign counter_out = counter0[31:0];
endmodule
```
==> impl_metrics.prom <==
# HELP chip_impl_metric Synthesis and place-and-route metrics
# TYPE chip_impl_metric gauge
chip_impl_metric{name="grt_overflow",unit=""} 0
chip_impl_metric{name="netlist_area",unit="mm^2"} 0.00415
chip_impl_metric{name="data_required_time_at_the_worst_endpoint",unit="ps"} 2140
chip_impl_metric{name="timing.final.ws_setup",unit="ps"} -297
chip_impl_info{name="cpMostUsedCell",value="sky130_fd_sc_hd__ha_4"} 1
chip_impl_metric{name="nFillCells",unit=""} 770
chip_impl_metric{name="ys_cells",unit=""} 422
chip_impl_info{name="min_path_type",value="flop to flop"} 1
chip_impl_metric{name="pin_count_of_the_biggest_net_entering_global_routing",unit=""} 38
chip_impl_metric{name="finalClockSkew",unit="ps"} 18.5
chip_impl_metric{name="final_layout_size_suffix_gt1_share",unit="%"} 34.8
chip_impl_metric{name="worst_ir_drop_vdd",unit="V"} 0.000628
chip_impl_info{name="ys_dominant_reg_cell",value="sky130_fd_sc_hd__dfrtp_1"} 1
chip_impl_metric{name="edf_count",unit=""} 2
chip_impl_metric{name="vias",unit=""} 4121
chip_impl_metric{name="clk_pin_slew",unit="ps"} 90
chip_impl_info{name="grt_setup_unrepaired",value="true"} 1
chip_impl_metric{name="grt_pass1_vias",unit=""} 3908
chip_impl_metric{name="setup-tns-final",unit="ps"} -811
chip_impl_info{name="violations",value="setup timing"} 1
chip_impl_metric{name="comb_power_share",unit="%"} 57.2
chip_impl_metric{name="total_design_power",unit="mW"} 8.67
chip_impl_info{name="grt.busiest_layer",value="met2"} 1
chip_impl_metric{name="grt_util_all_layers",unit="%"} 25.0
chip_impl_metric{name="ys_warn_count",unit=""} 3
chip_impl_info{name="timing.setup.critical_path_class",value="flop to flop"} 1
chip_impl_metric{name="pre_cts_slack",unit="ps"} -337
chip_impl_metric{name="antenna_cells",unit=""} 0
chip_impl_metric{name="met1_usage",unit="%"} 38.6
chip_impl_info{name="critical_path.cell_chain",value="inv_2, ha_4, nor3b_4, nand4_4, or2_1, or3_4, ha_4, o21ai_0, a31oi_1"} 1
chip_impl_metric{name="post-route-cell-area",unit="mm^2"} 0.00630
chip_impl_metric{name="drc_errors",unit=""} 0
chip_impl_metric{name="drt.antenna.violating_nets",unit=""} 0
chip_impl_metric{name="slew_viol_final",unit=""} 0
chip_impl_metric{name="post_cts_hold_buffer_count",unit=""} 0
chip_impl_metric{name="numPlacedInstances",unit=""} 685
chip_impl_info{name="final_common_cell",value="sky130_fd_sc_hd__buf_4"} 1
chip_impl_metric{name="p_seq_share",unit="%"} 28.0
chip_impl_metric{name="yosys_area",unit="mm^2"} 0.00415
chip_impl_metric{name="tritoncts_num_sinks",unit=""} 70
chip_impl_metric{name="setup_viol_count_final",unit=""} 13
chip_impl_metric{name="placement.cell_area",unit="mm^2"} 0.00567
chip_impl_metric{name="synthesis.area_per_instance",unit="um^2"} 9.84
chip_impl_metric{name="clkPwrFrac",unit="%"} 14.8
chip_impl_metric{name="p_leak",unit="nW"} 2.53
chip_impl_metric{name="report.final.hold_viol_count",unit=""} 0
chip_impl_info{name="cts_tree",value="built"} 1
chip_impl_metric{name="antenna_found_initial",unit=""} 0
chip_impl_metric{name="synthArstFlopShare",unit="%"} 97.1
chip_impl_metric{name="number_of_warnings_the_tools_reported",unit=""} 32
chip_impl_metric{name="place_congestion",unit=""} 0.895
chip_impl_metric{name="max_cap_viol_count",unit=""} 0
chip_impl_metric{name="maximum_cell_stage_delay_along_the_critical_path",unit="ps"} 410
chip_impl_info{name="critical-path-slowest-cell",value="sky130_fd_sc_hd__dfrtp_1"} 1
chip_impl_metric{name="core_util_floorplan",unit="%"} 41.9
chip_impl_metric{name="finish.utilization",unit="%"} 63.6
chip_impl_metric{name="post-dp-hpwl",unit="mm"} 8.72
chip_impl_metric{name="die-height",unit="um"} 104
chip_impl_metric{name="grt_pass1_wl",unit="mm"} 20.7
chip_impl_metric{name="sw_frac_of_total",unit="%"} 38.2
chip_impl_metric{name="worst_hold_slack",unit="ps"} 524
chip_impl_metric{name="drt-wirelength-per-cell",unit="um"} 17.8
chip_impl_metric{name="syn-instance-count",unit=""} 422
chip_impl_metric{name="grt_util_met2",unit="%"} 38.9
chip_impl_metric{name="design.die.area",unit="mm^2"} 0.0108
chip_impl_metric{name="filler_free_cell_count_of_the_finished_design",unit=""} 714
chip_impl_metric{name="dieWidth",unit="um"} 104
chip_impl_metric{name="power_switching",unit="mW"} 3.31
chip_impl_metric{name="power_report.internal_total",unit="mW"} 5.36
chip_impl_metric{name="portBuffers",unit=""} 69
chip_impl_info{name="outcome",value="complete, but fails checks"} 1
chip_impl_metric{name="design.core.area",unit="mm^2"} 0.00991
chip_impl_info{name="worst_setup_path_start_kind",value="flop"} 1
chip_impl_metric{name="cellPowerDensity",unit="mW/mm^2"} 1380
chip_impl_metric{name="critical_path_data_arrival_time",unit="ps"} 2430
chip_impl_metric{name="use_met3",unit="%"} 4.15
chip_impl_metric{name="num_io_pins",unit=""} 75
chip_impl_metric{name="routed_wirelength",unit="mm"} 12.7
chip_impl_info{name="layout.cells.most_common_list",value="91 x sky130_fd_sc_hd__buf_4, 69 x sky130_fd_sc_hd__clkdlybuf4s50_1, 68 x sky130_fd_sc_hd__dfrtp_1, 31 x sky130_fd_sc_hd__mux2_2, 29 x sky130_fd_sc_hd__o21ai_0"} 1
chip_impl_info{name="timing.critical_path.to_type",value="flop"} 1
chip_impl_metric{name="synth_flops",unit=""} 70
chip_impl_metric{name="synthDistinctLibCells",unit=""} 61
chip_impl_metric{name="first_iter_violations",unit=""} 239
chip_impl_metric{name="area.growth.synth_to_final",unit="%"} 51.9
chip_impl_metric{name="route.detailed.vias_per_inst",unit=""} 5.77
chip_impl_metric{name="std_cell_rows",unit=""} 36
chip_impl_metric{name="initial_drt_pass_iterations",unit=""} 8
chip_impl_metric{name="crit_fanout",unit=""} 2
chip_impl_metric{name="ys_seq_share",unit="%"} 42.4
logic make-up (layout without fill, tap and decap cells):
group                    Yosys count  count (layout)  share of synthesized area [%]
AND/OR/NAND/NOR                  105             105                           14.9
buffers and inverters             46             204                           4.70
multiplexers                      36              36                           9.64
AND-OR/OR-AND                    136             136                           22.0
XOR/XNOR                          25              25                           5.27
other                              1               2                         0.0903
flip-flops                        70              70                           42.4
adder cells (fa/ha/maj)            3               3                          0.904
cells in the mapped netlist (all sizes together) (6+ instances only):
master | n | area (um^2)
dfrtp | 68 | 1700
o21ai | 46 | 230
mux2 | 32 | 360
a21oi | 24 | 120
clkbuf | 24 | 90.1
nor2 | 23 | 86.3
nand2 | 21 | 78.8
xnor2 | 19 | 166
a222oi | 18 | 180
inv | 16 | 60.1
nor3 | 12 | 65.1
a22oi | 11 | 82.6
nor4 | 11 | 90.1
nand2b | 8 | 50.1
buf | 6 | 45.0
nand3 | 6 | 35.0
xor2 | 6 | 52.6
critical path: cells and delay by family, from the launching register on:
kind                       cells  cell delay, ps
DFF                            1             410
AOI/OAI and AO/OA              2             210
and+or+nand+nor                4            1020
adders and majority gates      2             400
buffers and inverters          1              80
cell type report:
class                   instances  area (um^2)  area share (%)
clock buffers                  11          151            2.40
well taps                     133          166            2.64
multi-input cells             307         2550            40.4
flip-flops and latches         70         1760            27.9
repair buffers                172         1560            24.8
inverters                      16         63.8            1.01
clock inverters                 5         50.0           0.794
flip-flops by register name (all words and copies together), names as in the netlist:
name and flops:
counter0_Lock 32, clr0 1, counter0 33, sq0 1
counter_Ctrl 2, M0 1
routing by layer:
layer / share of wire [%] / up-vias
li1: - / 1914
met1: 44 / 2007
met2: 47 / 183
met3: 7.7 / 17
met4: 1.3 / 0
met5: 0 / -
worst paths after layout:
| path | start | to | slack (ps) | cells after the start |
|---|---|---|---|---|
| setup / recovery | counter0[0] | counter0[32] | -300 | 9 |
| hold / removal | counter0_Lock[0] | counter0[0] | 520 | 1 |
| setup reg to reg | counter0[0] | counter0[32] | -300 | 9 |
| hold reg to reg | counter0_Lock[0] | counter0[0] | 520 | 1 |
| max in group clk0 | counter0[32] | counter0_OUT | -80 | 2 |
| max in group asynchronous | rst | counter0_Lock[13] | 950 | 3 |
| min in group asynchronous | rst | counter0[0] | 530 | 3 |
| min in group clk0 | counter0_Lock[25] | counter0_Lock[25] | 540 | 1 |
power groups by stage:
stage     sequential [mW]  combinational, mW  clock, mW
4_1_cts              2.42               4.70       1.31
6_report             2.43               4.96       1.29
5_1_grt              2.49               5.37       1.37
repair_timing:
item	CTS	global route
resized	29	37
pin swaps	12	24
setup buffers	8	4
gates cloned	1	0
endpoints found under the setup margin	12	27
No activity file was given, so power comes from the tool's default toggle rates.
